==> run.sh <==
#!/bin/bash
# OpenROAD 26Q1-2900-gdf79404cd8, Yosys 0.63+post, stock flow scripts
make -C /OpenROAD-flow-scripts/flow DESIGN_CONFIG=/design/flow/config.mk WORK_HOME=/design/flow/orfs finish
==> config.mk <==
export PLATFORM = sky130hd
export DESIGN_NAME = gcd_tb
export DESIGN_NICKNAME = gcd_tb
export VERILOG_FILES = /design/flow/design.v
export SDC_FILE = /design/flow/constraint.sdc
export NUM_CORES = 4
export LEC_CHECK = 1
export CORE_UTILIZATION = 50
==> constraint.sdc <==
current_design gcd_tb

set clk_period 5.2
set clk_io_pct 0.2

create_clock -name clk0 -period $clk_period [get_ports {clk}]

set non_clock_inputs [all_inputs -no_clocks]
set_input_delay [expr $clk_period * $clk_io_pct] -clock clk0 $non_clock_inputs
set_output_delay [expr $clk_period * $clk_io_pct] -clock clk0 [all_outputs]
==> design.v <==
`timescale 1ns/1ns  
module gcd_rtl #(parameter NBits = 2)
	(  
	input [NBits-1:0] xi, yi,
  	input rst, clk, start,
  	output reg [NBits-1:0] xo,
  	output reg rdy
	);
	reg signed [NBits-1:0] x, y;
  always @(posedge clk)
  begin
  	if (start == 1'b0 && rst == 1'b0)   
	begin
        	x <= xi;
        	y <= yi;
		rdy <= 0;
      	end 
    	else if (start == 1'b1 && rst == 1'b0) 
	begin	
		if( x > 0 && y > 0) 
		begin		
        		if (x != y)
			begin
          			if (y > x) 		y <= y - x;
				else 			x <= x - y; 
			end
			else
			begin
        			xo <= x;  
        			rdy <= 1'b1;
			end
		end
		else if (x < 0 || y < 0)
		begin
			if(x<0)	x = -xi;
			if (y<0)   y = -yi; 
		end
		else 
		begin
			xo <= 0; 
        		rdy <= 1'b1;
		end
	end
	else
	begin
		x <= 0;
        	y <= 0;
		rdy <= 0;
	end
    end
endmodule
`timescale 1ns/1ns
module gcd_tb(
  	input reg [15:0] xi, yi,
  	input reg rst, clk, start,
  	output [15:0] xo,
  	output rdy
	);
	parameter NBits = 16;
  	gcd_rtl #(.NBits(NBits)) rtl (
    		.xi(xi),
    		.yi(yi),
    		.rst(rst),
    		.xo(xo),
    		.rdy(rdy),
    		.clk(clk),
		.start(start)
  	);
	bind gcd_rtl: rtl pLib_gcd_rtl  #(.NBits(NBits)) pLgr (
		.xi(xi), 
		.yi(yi), 
		.rst(rst), 
		.xo(xo), 
		.rdy(rdy), 
		.clk(clk), 
		.start(start)
	);
endmodule
==> results_slide.txt <==
Flow Results at a Glance

Outcome
  • Status: complete, no violations

Routing
  • Routed WL: 12,500 microns
  • TritonRoute pass-1 iters: 5
  • Post-route ant nets: 0
  • DRC Markers: 0
  • DR vias: a little over 4,000
  • Via density: 5.99
  • Drt initial violations: 222
  • Antenna cells: 0
  • Wire per inst: 18.4 microns

Yosys
  • Cell count after synthesis: 537
  • Yosys Chip Area: 4470 sq um
  • Yosys stat cell total: 537
  • Synth unique cells: 66
  • Sequential area share after synthesis: 32.7%
  • Post-synth top flop: edfxtp_1
  • Synth async-reset ratio: 0%
  • Post-Syn Area per Cell: 8.33 sq um
  • Area of the mapped netlist: 4470 sq um
  • Synth flops: 49
  • Number of enable flip-flop cells: 48
  • Synth warnings: 1

Min path
  • Hold_sp: rtl.rdy
  • Hold Path Class: reg -> reg
  • Hold path endpoint: rtl.rdy
  • Hold path cells: 2

CTS
  • Postcts setup bufs: 0
  • Hold buffer count at cts: 0
  • Post-cts resize count: 0
  • Clock root cell: clkbuf_8
  • Clk buf depth: 2
  • Worst-skew pair later-pin latency: 0.31 ns
  • Num CTS Buffers: 5
  • Worst-path clk slew: ~0.1 ns
  • TritonCTS clock tree: built
  • Clock sink count: 49
  • H-tree depth: 2

Flow run
  • Maxcap violations: 0
  • Log Warnings: ~43

Worst setup path
  • Worst Path Required: 5.21 ns
  • Crit path buffers/inverters: 3
  • R2R Setup Slk: 1.74 ns
  • Top cell family by delay on the critical path: AND-OR/OR-AND gates
  • Reg-to-Reg Start: rtl.y[0]
  • CP Max Fanout: 15
  • Worst R2R End: rtl.x[5]
  • Arrival @ worst endpoint: 3.46 ns
  • CP endpoint kind: flop
  • FF-to-FF path depth: 12
  • Critical path's largest stage delay: 0.51 ns
  • Worst Setup Start Kind: flop
  • Setup CP Type: reg -> reg
  • Critical path depth: 12
  • Critical path, cell by cell: inv_1, ha_1, inv_1, fa_1, a41o_1, a211oi_1, o211ai_1, a31oi_1, o21ai_0, a21o_1, o211ai_1, buf_4
  • Slowest-stage cell, CP: edfxtp_1

Power and ir drop
  • Leakage: 0.00200 uW
  • Clk pwr share: just under 8%
  • Gate power share: 69.6%
  • VDD IR max: 262 uV
  • Power Density: a little under 700 nW/um^2
  • Share of power burned in registers: roughly 23%
  • Sw power: 1830 uW
  • Internal: 1710 uW
  • Sw Share: 51.7%

Cells and area
  • Commonest Layout Cell: inv_1
  • Register area: 1460 sq um
  • Post-layout util: 59.2%
  • # fillers: ~760
  • Comb area: 2670 sq um
  • Final Cell Area: 5130 sq um
  • Share of cells above drive strength 1: 4.20%
  • Dominant logic cell types in the final layout: inv_1, clkdlybuf4s50_1, nor2_1, edfxtp_1, nand2_1
  • Synthesis-to-finish area growth: 14.8%

Timing
  • Fin crit share: roughly two thirds
  • Final Hold Fails: 0
  • Setup violators final: 0
  • Worst-Margin Slew: between 0.7 and 0.8 ns
  • Max_slew headroom: 48.5%
  • RSZ-0062 raised after global routing: false
  • Max Slew Vio Count: 0
  • Minimum clock period: 3.46 ns
  • Clk_skew: 0.00744 ns
  • Setup TNS: 0 ns
  • Max Fclk: around 0.29 GHz

Global route
  • Initial antenna violation count: 0
  • First-pass GRT wire length: 19,800 microns
  • Gr usage total: 29.9%
  • Gr ovfl total: 0
  • Largest net degree at the start of global routing: 56
  • Vias in the first global route: around 3,800

Floorplan
  • Core area: 8680 sq um
  • DIE AREA: 9330 sq um
  • Die X: 96.6 microns
  • Core utilization at floorplan: 51.5%
  • Row count: 34
  • I/O pin count: 52
  • Die y size: around 97 microns

Placed design
  • Hpwl dp: between 9000 and 10,000 microns
  • Port bufs: slightly above 50
  • RePlAce Congestion: 0.956
  • Post-Place Cell Area: 5020 sq um
## kinds of logic (layout without fill, tap and decap cells)
group	count (synthesis)	in the layout	share of synthesized area, %
compound gates	161	161	23.6
other cells	1	1	0.0838
simple gates	180	180	20.4
buf+inv	85	119	7.75
xor+xnor	21	21	4.11
fa+ha+maj	37	37	10.7
mux	3	3	0.727
flops	49	49	32.7
## tightest hold or removal path: stages (launching register included)
cell and delay [ns]:
dfxtp_1 0.32, inv_1 0.05, a21oi_1 0.05
## sequential cells by signal, indices dropped and copies added, names as in the netlist
register / flops
rtl.rdy: 1
rtl.x: 16
rtl.y: 16
rtl.xo: 16
## routing by layer
layer | GRT usage, % | share of wire, %
met5 | 0 | 0
met4 | 2.21 | 0.97
met3 | 10.5 | 11
met1 | 46.0 | 46
met2 | 43.8 | 42
## power by group through the flow
| stage | sequential, uW | clock, uW | combinational, uW |
|---|---|---|---|
| 4_1_cts | 788 | 285 | 2410 |
| 5_1_grt | 812 | 300 | 2740 |
| 6_report | 795 | 279 | 2460 |
## worst max path at each step
stage / startpoint / end / slack [ns]
final: rtl.y[0] / rtl.x[5] / 1.74
after global routing: rtl.y[0] / rtl.x[12] / 1.54
after CTS: yi[0] / rtl.y[10] / 1.77
## layout make-up
class | instances | area share (%)
Tap cell | 108 | 2.63
Clock buffer | 6 | 1.41
Multi-Input combinational cell | 403 | 51.9
Timing Repair Buffer | 58 | 11.0
Inverter | 53 | 3.87
Sequential cell | 49 | 28.5
Clock inverter | 2 | 0.755
## Yosys cell counts (6+ instances only)
cell / n / share of area (%)
nand2_1: 42 / 3.5
o41ai_1: 8 / 1.6
edfxtp_1: 48 / 32
or3_1: 9 / 1.3
nor3_1: 17 / 1.9
nor4_1: 11 / 1.5
o211ai_1: 6 / 1.0
nor2_1: 48 / 4.0
o31ai_1: 8 / 1.3
a21oi_1: 40 / 4.5
nor3b_1: 6 / 1.0
and2_1: 6 / 0.84
clkbuf_1: 14 / 1.2
xor2_1: 9 / 1.8
inv_1: 52 / 4.4
nand2b_1: 6 / 0.84
o21ai_0: 37 / 4.1
nand3_1: 7 / 0.78
ha_1: 35 / 9.8
a22oi_1: 9 / 1.5
xnor2_1: 12 / 2.3
buf_2: 13 / 1.5
a21o_1: 10 / 1.7
## stage by stage
step                hold WS, ns  worst slack (ns)  instances  power, uW
global placement          0.439              1.48        671       3200
detailed placement        0.447              1.44        671       3180
finish                    0.455              1.74        679       3540
floorplan                 0.411              2.07        537       2460
CTS                       0.461              1.77        679       3490
global route              0.489              1.54        679       3850
Power is estimated from default activity; no workload was simulated.
